[design/flow/config.mk]
export PLATFORM = sky130hd
export DESIGN_NAME = divider_unsigned
export DESIGN_NICKNAME = divider_unsigned
export VERILOG_FILES = /design/flow/design.v
export SDC_FILE = /design/flow/constraint.sdc
export NUM_CORES = 4
export LEC_CHECK = 1
export CORE_UTILIZATION = 50
[design/flow/constraint.sdc]
current_design divider_unsigned

set clk_period 260.2
set clk_io_pct 0.2

create_clock -name clk0 -period $clk_period

set non_clock_inputs [all_inputs -no_clocks]
set_input_delay [expr $clk_period * $clk_io_pct] -clock clk0 $non_clock_inputs
set_output_delay [expr $clk_period * $clk_io_pct] -clock clk0 [all_outputs]
[design/flow/design.v]
`timescale 1ns / 1ns
module divider_unsigned (
    input  wire [31:0] i_dividend,
    input  wire [31:0] i_divisor,
    output wire [31:0] o_remainder,
    output wire [31:0] o_quotient
);
  wire [31:0] connected_dividend [0:32];
  wire [31:0] connected_remainder[0:32];
  wire [31:0] connected_quotient [0:32];
  assign connected_dividend[0]  = i_dividend;
  assign connected_remainder[0] = 32'b0;   
  assign connected_quotient[0]  = 32'b0;   
  genvar i;
  generate
    for (i = 0; i < 32; i = i + 1) begin
      divu_1iter d (
          .i_dividend (connected_dividend[i]),
          .i_divisor  (i_divisor),
          .i_remainder(connected_remainder[i]),
          .i_quotient (connected_quotient[i]),
          .o_dividend (connected_dividend[i+1]),
          .o_remainder(connected_remainder[i+1]),
          .o_quotient (connected_quotient[i+1])
      );
    end
  endgenerate
  assign o_remainder = connected_remainder[32];
  assign o_quotient  = connected_quotient[32];
endmodule
module divu_1iter (
    input  wire [31:0] i_dividend,
    input  wire [31:0] i_divisor,
    input  wire [31:0] i_remainder,
    input  wire [31:0] i_quotient,
    output wire [31:0] o_dividend,
    output wire [31:0] o_remainder,
    output wire [31:0] o_quotient
);
  wire [31:0] new_remainder = (i_remainder << 1) | ((i_dividend >> 31) & 32'h1);
  wire [31:0] new_quotient = (i_quotient << 1);
  wire [31:0] sub_output = new_remainder - i_divisor;
  wire comp_output = new_remainder < i_divisor;
  assign o_remainder = comp_output ? new_remainder : sub_output;
  assign o_quotient  = comp_output ? new_quotient : new_quotient | 32'h1;
  assign o_dividend  = i_dividend << 1;
endmodule
[design/flow/run.sh]
#!/bin/bash
# OpenROAD 26Q1-2900-gdf79404cd8, Yosys 0.63+post, stock flow scripts
make -C /OpenROAD-flow-scripts/flow DESIGN_CONFIG=/design/flow/config.mk WORK_HOME=/design/flow/orfs finish
==> impl_metrics.ini <==
; implementation run metrics
[critical_path]
critPathSlowestCell = o21ai_0
cp_common_cell = buf_4
critPathMaxFanout = 52
start_kind = input pin
required_ns = 208.16
critPathLaunch = i_dividend[31]
arrival_ns = 169.65
cp-endpoint = o_remainder[21]
critical_path_class = input pin to output port
critical_path.max_stage_delay_ns = 1.13
endpoint_kind = output port

[cts]
cts_setup_buffers = 0
postCtsHoldBufs = 0
cts_resized = 0

[floorplan]
die_area_mm2 = 0.120
die_h_um = 346
ios = 128
coreArea_mm2 = 0.117
die_w_um = 346
fp_util_pct = 50.7
fp-row-count = 125

[logic_synthesis]
yosysCellCount = 8856
syn_area_mm2 = 0.0593
yosys_warnings = 1
syn_inst = 8856
synth_top_area_share_pct = 21.0
syn_avg_cell_area_um2 = 6.69
top_area_cell = ha_1
yosysUniqueCellTypes = 108
area_leaders = ha_1, a21oi_1, xnor2_1
synthMostInstantiatedCell = ha_1
yosys-stat-area_mm2 = 0.0593
synth.top_cells.by_count = ha_1, nand2_1, nor2_1
ys_seq_share_pct = 0

[global_routing]
grt_pass1_vias = 61491
grt_antenna_before_repair = 10
grt_pass1_wl_um = 381000
grt_max_degree = 53
grtUsageTotal_pct = 41.7
overflow = 0

[sta]
min_period_ns = 221.69
finalSetupViolCount = 0
drv_slew = 0
hold_viol = 0
period_used_pct = 85.2
worstMarginPinSlew_ns = 1.43
whs_ns = 105.04
relSlewSlack_pct = 3.80
max_freq_mhz = 4.51
finalSetupTns_ns = 0
grt_setup_unrepaired = no

[placed_design]
post_dp_cell_area_mm2 = 0.0629
portBuffers = 128
dpl.cell_count = 10460
hpwl_um = 208000
routabilityCongestion = 1.13

[routing]
wl_um = 258000
avgRoutedWirePerCell_um = 24.7
drtPass1Iterations = 9
first_iter_violations = 7284
viasPerCell = 6.63
drtAntennaViolNets = 0
vias = 69326
drcViolationCount = 0

[status]
status = finished, final reports clean

[cells_and_area]
flops = 0
seqCellArea_um2 = 0
clkbuf_count = 0
syn_to_final_growth_pct = 6.21
finalInstanceArea_mm2 = 0.0629
final_cell_count_no_fill = 10463
drive_above_1_share_pct = 5.71
fin_util_pct = 53.9

[worst_hold_path]
hold_class = input pin to output port

[run]
openroad.warnings = 32
drv_cap = 0
[cells by family after synthesis]
logic type | Yosys count | share of synthesized area [%]
AND-OR/OR-AND | 3252 | 36.7
XOR/XNOR | 693 | 10.2
adder cells (fa/ha/maj) | 1025 | 22.0
buffers and inverters | 675 | 4.36
multiplexers | 145 | 2.67
other | 1 | 0.00633
AND/OR/NAND/NOR | 3065 | 24.0
[worst min path at each step]
stage / from / end / depth (start not counted)
final: i_dividend[0] / o_remainder[0] / 4
after global routing: i_dividend[0] / o_remainder[0] / 4
after CTS: i_dividend[0] / o_remainder[0] / 4
[layer usage]
metal | track usage, % | vias to the layer above | wire length [µm]
met5 | 0 | - | 92
met4 | 16.9 | 12 | 13300
met3 | 9.01 | 636 | 28300
met2 | 60.5 | 3521 | 104000
met1 | 59.5 | 31927 | 112000
li1 | - | 33230 | -
[placed cells by master, fill, tap and decap left out, types with 179 or more instances in the layout]
cell	count
xnor2_1	432
buf_4	179
inv_1	384
a21o_1	380
xor2_1	261
nor2_1	846
a21oi_1	763
o21a_1	260
nand2_1	985
nand3_1	208
nor3_1	225
o21ai_0	626
ha_1	994
[worst max-delay path: cells and delay by family]
kind            cells  cell delay, ns
compound gates    216           60.64
simple gates       97           25.12
buf+inv            66           19.31
fa+ha+maj          33           10.54
mux                 3            1.00
xor+xnor            1            0.21
[cell type report]
class / instances / area [µm²]
Inverter: 435 / 1640
Tap cell: 1524 / 1910
Fill cell: 11563 / 53900
Timing Repair Buffer: 306 / 2610
Antenna cell: 3 / 7.51
Multi-Input combinational cell: 8195 / 56800
[through the flow]
stage               setup slack (ns)
detailed placement             42.21
global route                   32.08
floorplan                      60.70
global placement               43.73
CTS                            41.77
finish                         38.51
